## flow/design.v

```verilog
`timescale 1ns / 1ps
module packet_data #(
    parameter data_width = 8,
    parameter depth = 64
)(
    input wire clk,
    input wire rst,
    input wire [data_width-1:0] s_axis_data,  
    input wire s_axis_valid,
    output reg s_axis_ready,
    input wire s_axis_last,
    input wire [data_width + data_width-1 :0] packet_config,
    output reg [data_width-1 : 0] m_axis_data,
    output reg m_axis_valid,
    input wire m_axis_ready,
    output reg m_axis_last,
    output  full,
    output  empty
);
    reg [data_width-1:0] mem_1 [depth-1:0];
    reg [data_width-1:0] mem_2 [depth-1:0];
    reg mem_3 [depth-1:0];
    reg [data_width-1:0] wr_ptr;
    reg [data_width-1:0] rd_ptr;
    reg [data_width:0] wr_ptr2;
    assign full = (wr_ptr == depth)?1:0;
    assign empty = (wr_ptr == 0)?1:0;
    wire [data_width-1:0] k;
    wire [data_width-1:0] len;
    assign {k, len} = packet_config;
    integer i;
  initial
  begin
    for(i = 0; i < depth; i = i + 1)
    begin
      mem_1[i] = 0;
      mem_2[i] = 0;
      mem_3[i] = 0;
    end
  end
     always@(posedge clk) begin
       if(rst) begin
         s_axis_ready <= 0;
       end else begin
         s_axis_ready <= 1;
       end
     end
    always @(posedge clk or posedge rst) begin
        if (rst) begin
            wr_ptr <= 0;
        end else begin
            if (s_axis_valid && s_axis_ready && ~full) begin
                mem_1[wr_ptr] <= s_axis_data;
                mem_3[wr_ptr] <= s_axis_last;
                if (wr_ptr > len-1-k) begin
                    mem_2[wr_ptr2] <= s_axis_data;
                    wr_ptr2 <= wr_ptr2 + 1;
                end else begin
                wr_ptr2 <= 0;
                end
                wr_ptr <= wr_ptr + 1;
            end
            if (s_axis_last) begin
                wr_ptr <= 0;
            end
        end
    end
    always @(posedge clk or posedge rst) begin
        if (rst) begin
            m_axis_data <= 0;
            m_axis_valid <= 0;
            m_axis_last <= 0;
            rd_ptr <= 0;
        end else begin
            if (m_axis_ready && ~empty) begin
                m_axis_valid <= 1;
                m_axis_data <= mem_1[rd_ptr] + mem_2[rd_ptr];
                m_axis_last <= mem_3[rd_ptr];
                rd_ptr <= rd_ptr + 1;
                if (rd_ptr == len - 1) begin
                    rd_ptr <= 0;
            end else begin
                m_axis_valid <= 0;
                m_axis_data  <= 0;
            end
        end
    end
 end
endmodule
```

## flow/run.sh

```bash
#!/bin/bash
# OpenROAD 26Q1-2900-gdf79404cd8, Yosys 0.63+post, stock flow scripts
make -C /OpenROAD-flow-scripts/flow DESIGN_CONFIG=/design/flow/config.mk WORK_HOME=/design/flow/orfs finish
```

## flow/config.mk

```make
export PLATFORM = sky130hd
export DESIGN_NAME = packet_data
export DESIGN_NICKNAME = packet_data
export VERILOG_FILES = /design/flow/design.v
export SDC_FILE = /design/flow/constraint.sdc
export NUM_CORES = 4
export LEC_CHECK = 1
export CORE_UTILIZATION = 40
```

## flow/constraint.sdc

```tcl
current_design packet_data

set clk_period 7.6
set clk_io_pct 0.2

create_clock -name clk0 -period $clk_period [get_ports {clk}]

set non_clock_inputs [all_inputs -no_clocks]
set_input_delay [expr $clk_period * $clk_io_pct] -clock clk0 $non_clock_inputs
set_output_delay [expr $clk_period * $clk_io_pct] -clock clk0 [all_outputs]
```

==> results.yml <==
# physical design summary
outcome:
  status: "finished clean"
clock_network:
  clock_latency_ns: 0.74
  cts_tree: "yes"
  numCtsBuffers: 114
  cts_hold_buf: 0
  root_buffer: "clkbuf_16"
  htreeDepth: 3
  path_clk_slew_ns: 0.06
  cts.sinks: 1121
  clk_path_buf_depth: 3
  cts-resized-gates: 0
  cts_setup_buffers: 0
power:
  p_sw_w: 0.00471
  p_seq_share_pct: 43.7
  combPwrFrac_pct: 20.0
  clkPwrFrac_pct: 36.4
  leakagePower_nw: 17.3
  p_int_w: 0.0110
  swShare_pct: 30.0
  power.density_nw_per_um2: 302
  peakVddDrop_mv: 0.226
global_route:
  grt_start_max_net_pins: 73
  grt_first_pass_wirelength_um: 276000
  track_usage_pct: 41.4
  antenna_found_initial: 18
  grt_pass1_vias: 30400
  grt-ovfl-total: 0
critical_path:
  critPathKind: "reg -> reg"
  startpoint_type: "flip-flop"
  crit_required_ns: 8.26
  rr_worst_depth: 17
  end_kind: "flip-flop"
  crit_arrival_ns: 7.08
  cp_max_fo: 28
  critPathMaxStageDelay_ns: 0.74
  path_cells: "buf_4, nand2_2, nor2_2, buf_4, a22oi_1, nand4_1, nor3_1, nand4_1, mux2_2, ha_1, inv_1, o21bai_1, a21oi_1, o21ai_0, nand3b_1, a2111oi_0, a211o_1"
  cp_slowest_cell: "a22oi_1"
timing:
  setup_viol: 0
  finalSetupTns_ns: 0
  finalHoldViolations: 0
  worst_pin_slew_ns: 1.20
  finalMaxSlewViolations: 0
  maxSlewHeadroom_pct: 19.9
  min_period_ns: 6.42
  fin_skew_ns: 0.0349
  finalClockPeriodUsage_pct: 84.4
  rsz0062_at_grt: "no"
  max_freq_ghz: 0.156
  fin_hold_ws_ns: 0.483
drt:
  routed_wl_um: 209000
  routedWlPerCell_um: 45.3
  drtIter0Drc: 2716
  drc: 0
  vias: 29500
  viasPerCell: 6.40
  postRouteAntennaNets: 0
  first_pass_iters: 8
layout:
  post-route-util_pct: 47.7
  n_fill_cell: 9101
  areaGrowthSynthToFinish_pct: 18.1
  layout-drive-gt1-share_pct: 18.7
  mi_logic_area_um2: 10000
  finish.instance_area_um2: 51900
  register_area_um2: 33500
floorplanning:
  die_h_um: 333
  core_area_um2: 109000
  initCoreUtil_pct: 40.4
  die_w_um: 333
  rows: 121
  chipArea_um2: 111000
  num_io_pins: 42
synth:
  yosysCellCount: 2792
  ys_area_um2: 43900
  flop_cell: "edfxtp_1"
  ys_ff: 1121
  synth-edff-count: 1094
  synthCells: 2792
  netlist_area_um2: 43900
  ys_seq_share_pct: 76.3
  synth.avg_cell_area_um2: 15.7
  yosys_warnings: 4
  synth_cell_types: 79
  async_flop_share_pct: 2.32
flow_run:
  maxCapViolations: 0
  tool_warnings: 35
worst_hold_path:
  hold_class: "reg -> reg"
  hold_depth: 2
placed_design:
  dpl_cell_area_um2: 48100
  gp_congestion: 1.07
  numPortBuffers: 41
  place_hpwl_um: 149000
## cell usage in the layout, fill, tap and decap left out, types with 39 or more instances in the layout
cell       Yosys  layout
inv_1         39      39
and3_1        45      45
edfxtp_1    1094    1094
nor2_1       158     121
nor4_2         2      47
clkbuf_16      0     115
nand3_1       51      51
a22oi_1      459     459
nor3_1        83      78
buf_4          9     297
nand2_1      207     207
nand4_1       76      76
ha_1          44      44
## cells in the mapped netlist, drive strengths merged (6+ instances only)
library cell / instances / area share (%)
or3b: 8 / 0.16
nand3b: 23 / 0.42
mux2: 14 / 0.36
and3: 45 / 0.64
nor3b: 6 / 0.10
a22oi: 459 / 7.8
o21ai: 23 / 0.26
o31ai: 8 / 0.14
a222oi: 10 / 0.23
nand2b: 9 / 0.15
mux2i: 9 / 0.21
a21oi: 32 / 0.36
edfxtp: 1094 / 75
nand3: 51 / 0.58
clkbuf: 105 / 0.90
inv: 39 / 0.33
nor2: 159 / 1.4
o22ai: 9 / 0.13
buf: 39 / 0.61
nor2b: 11 / 0.16
nor3: 83 / 0.95
a211oi: 8 / 0.15
ha: 44 / 1.3
nand4: 77 / 1.1
a2111oi: 17 / 0.40
xor2: 20 / 0.40
dfrtp: 26 / 1.5
xnor2: 15 / 0.30
nor4: 70 / 1.0
nand2: 208 / 1.8
## cell type report
cell class / count / area share (%)
Multi-Input combinational cell: 1488 / 19.4
Clock buffer: 137 / 5.71
Antenna cell: 9 / 0.0434
Sequential cell: 1121 / 64.6
Timing Repair Buffer: 333 / 5.04
Clock inverter: 72 / 1.55
Tap cell: 1414 / 3.41
Inverter: 39 / 0.282
## critical path: cells and delay by family, from the launching register on
family	cells	cell delay [ns]
adders and majority gates	1	0.27
DFF	1	0.49
buffers and inverters	3	0.71
AOI/OAI and AO/OA	6	1.92
and+or+nand+nor	6	2.47
muxes	1	0.45
## logic make-up (layout without fill, tap and decap cells)
logic type      count (synthesis)  after routing  share of synthesized area, %
simple gates                  779            779                          8.97
compound gates                605            605                          10.3
flops                        1121           1121                          76.3
other cells                     0              9                             0
xor+xnor                       35             35                         0.698
mux                            23             23                         0.564
buf+inv                       183            581                          1.84
fa+ha+maj                      46             46                          1.34
## routing by layer
layer / share of wire (%) / vias to the layer above / routed length, um / global-route usage (%)
met5: 0.13 / - / 275 / 1.87
met4: 9.9 / 16 / 20800 / 29.7
met3: 16 / 620 / 32800 / 27.2
met2: 44 / 2350 / 92000 / 57.2
met1: 30 / 14600 / 63300 / 46.6
li1: - / 11900 / - / -
## power by group through the flow
| stage | registers [W] | clock network [W] | logic (W) |
|---|---|---|---|
| finish | 0.00685 | 0.00570 | 0.00313 |
| global route | 0.00685 | 0.00598 | 0.00324 |
| CTS | 0.00685 | 0.00575 | 0.00307 |
## flip-flops by register name, indices dropped and copies added (netlist names)
register / count
m_axis_data: 8
mem_2: 512
m_axis_last: 1
wr_ptr2: 6
m_axis_valid: 1
rd_ptr: 8
mem_1: 512
wr_ptr: 8
mem_3: 64
s_axis_ready: 1
## worst paths after layout
check,slack [ns],from,end
hold / removal,0.48,m_axis_data[3],m_axis_data[3]
max in group asynchronous,5.95,rst,rd_ptr[2]
setup reg to reg,1.18,rd_ptr[3],m_axis_data[7]
hold reg to reg,0.48,m_axis_data[3],m_axis_data[3]
min in group asynchronous,1.29,rst,rd_ptr[7]
setup / recovery,1.18,rd_ptr[3],m_axis_data[7]
## per-stage QoR
step	setup slack [ns]	instances	total power [W]
global placement	0.610	4395	0.0100
CTS	1.38	4604	0.0157
global route	1.05	4606	0.0161
floorplan	1.73	2792	0.00854
finish	1.18	4613	0.0157
detailed placement	0.700	4395	0.0100
Power is estimated from default activity; no workload was simulated.
